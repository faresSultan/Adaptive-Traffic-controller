[design/flow/config.mk]
export PLATFORM = sky130hd
export DESIGN_NAME = Topmodule
export DESIGN_NICKNAME = Topmodule
export VERILOG_FILES = /design/flow/design.v
export SDC_FILE = /design/flow/constraint.sdc
export NUM_CORES = 4
export LEC_CHECK = 1
export CORE_AREA = 10 10 74 74
export DIE_AREA = 0 0 84 84
[design/flow/constraint.sdc]
current_design Topmodule

set clk_period 2.2
set clk_io_pct 0.2

create_clock -name clk0 -period $clk_period [get_ports {clk}]

set non_clock_inputs [all_inputs -no_clocks]
set_input_delay [expr $clk_period * $clk_io_pct] -clock clk0 $non_clock_inputs
set_output_delay [expr $clk_period * $clk_io_pct] -clock clk0 [all_outputs]
[design/flow/design.v]
module Topmodule (
    clk,rst_n,
    Sa,Sb,Sc,Sd,
    Ta,Tb,Tc,Td
);
    input clk,rst_n;
    input [1:0] Sa,Sb,Sc,Sd;
    output [2:0]Ta,Tb,Tc,Td;
    wire [4:0] counter_output;    
    wire [4:0] load_value;        
    wire load_en;                 
    wire [1:0] Sa_reading;
    wire [1:0] Sb_reading;
    wire [1:0] Sc_reading;
    wire [1:0] Sd_reading;
    Traffic_Controller FSM (.Sa(Sa_reading),.Sb(Sb_reading),.Sc(Sc_reading),.Sd(Sd_reading),.clk(clk),.rst_n(rst_n)
    ,.counter_value(counter_output),.Ta(Ta),.Tb(Tb),.Tc(Tc),.Td(Td),.load_counter(load_en),.load_value(load_value));
    counter internal_counter (.clk(clk),.load(load_en),.data(load_value),.count(counter_output),.rst_n(rst_n));
    assign Sa_reading = Sa[0] + Sa[1];
    assign Sb_reading = Sb[0] + Sb[1];
    assign Sc_reading = Sc[0] + Sc[1];
    assign Sd_reading = Sd[0] + Sd[1];
endmodule
module Traffic_Controller (Sa,Sb,Sc,Sd,clk,rst_n,counter_value,Ta,Tb,Tc,Td,load_counter,load_value);
    parameter Ga = 3'b000 ;
    parameter Gb = 3'b001 ;
    parameter Gc = 3'b010 ;
    parameter Gd = 3'b011 ;
    parameter Oa = 3'b100 ;
    parameter Ob = 3'b101 ;
    parameter Oc = 3'b110 ;
    parameter Od = 3'b111 ;
    input clk,rst_n;
    input [1:0] Sa,Sb,Sc,Sd;   
    input [4:0] counter_value;    
    output reg[2:0] Ta,Tb,Tc,Td;     
    output load_counter;     
    output [4:0] load_value;  
    reg [2:0] current_state, next_state;
    always @(posedge clk or negedge rst_n) begin
        if(!rst_n) begin
            current_state <= Ga;
        end
        else begin
            current_state <= next_state;
        end 
    end
    always @(*) begin
        case (current_state)
            Ga: begin
                if (((Sa>Sb)&&(Sa>Sc)&&(Sa>Sd)) || counter_value !=1) begin  
                    next_state = Ga;       
                end
                else begin 
                    next_state = Oa;
                end    
                end
            Gb: begin
                if (((Sb>Sa)&&(Sb>Sc)&&(Sb>Sd)) || counter_value !=1) begin  
                    next_state = Gb;       
                end
                else begin 
                    next_state = Ob;
                end    
                end
            Gc: begin
                if (((Sc>Sa)&&(Sc>Sb)&&(Sc>Sd)) || counter_value !=1) begin  
                    next_state = Gc;       
                end
                else begin 
                    next_state = Oc;
                end    
                end
            Gd: begin
                if (((Sd>Sa)&&(Sd>Sb)&&(Sd>Sc)) || counter_value !=1) begin  
                    next_state = Gd;       
                end
                else begin 
                    next_state = Od;
                end     
                end
            Oa: begin
                    if (counter_value != 1) begin
                        next_state = Oa;  
                    end else begin
                        if ((Sb >= Sa) && (Sb >= Sc) && (Sb >= Sd)) 
                            next_state = Gb;
                        else if ((Sc >= Sa) && (Sc >= Sb) && (Sc >= Sd))
                            next_state = Gc;
                        else
                            next_state = Gd;  
                    end
                end  
            Ob: begin
                    if (counter_value != 1)   
                        next_state = Ob;
                    else begin      
                        if ((Sc >= Sa) && (Sc >= Sb) && (Sc >= Sd)) 
                            next_state = Gc;
                        else if ((Sd >= Sa) && (Sd >= Sb) && (Sd >= Sc))   
                            next_state = Gd;
                        else  
                            next_state = Ga;  
                    end  
                end
            Oc: begin
                    if (counter_value !=1)   
                        next_state = Oc;
                    else begin 
                        if ((Sd >= Sa) && (Sd >= Sb) && (Sd >= Sc)) 
                            next_state = Gd;
                        else if ((Sa >= Sb) && (Sa >= Sc) && (Sa >= Sd))   
                            next_state = Ga;
                        else  
                            next_state = Gb;  
                    end
                end
            Od: begin
                    if (counter_value !=1)   
                        next_state = Od;
                    else begin 
                        if ((Sa >= Sb) && (Sa >= Sc) && (Sa >= Sd)) 
                            next_state = Ga;
                        else if ((Sb >= Sa) && (Sb >= Sc) && (Sb >= Sd))   
                            next_state = Gb;
                        else  
                            next_state = Gc;  
                    end 
                end
        endcase
    end
    always @(current_state) begin
        case (current_state)
            Ga: begin
                Ta = 3'b001;    
                Tb = 3'b100;    
                Tc = 3'b100;    
                Td = 3'b100;    
            end
            Gb: begin
                Tb = 3'b001;    
                Ta = 3'b100;    
                Tc = 3'b100;    
                Td = 3'b100;    
            end
            Gc: begin
                Tc = 3'b001;    
                Ta = 3'b100;    
                Tb = 3'b100;    
                Td = 3'b100;    
            end
            Gd: begin
                Td = 3'b001;    
                Ta = 3'b100;    
                Tb = 3'b100;    
                Tc = 3'b100;    
            end
            Oa: begin
                Ta = 3'b010;    
                Tb = 3'b100;    
                Tc = 3'b100;    
                Td = 3'b100;    
            end
            Ob: begin
                Tb = 3'b010;    
                Ta = 3'b100;    
                Tc = 3'b100;    
                Td = 3'b100;    
            end
            Oc: begin
                Tc = 3'b010;    
                Ta = 3'b100;    
                Tb = 3'b100;    
                Td = 3'b100;    
            end
            Od: begin
                Td = 3'b010;    
                Ta = 3'b100;    
                Tb = 3'b100;    
                Tc = 3'b100;    
            end 
            default: begin
                Ta = 3'b100;    
                Tb = 3'b100;    
                Tc = 3'b100;    
                Td = 3'b100;    
            end
        endcase
    end 
    assign load_counter = (current_state != next_state);
    assign load_value = (next_state > 3 ? 3 : 30); 
endmodule
module counter(clk,rst_n,load,data,count);
  input clk,load,rst_n;
  input [4:0] data;
  output reg [4:0] count;
  always@(posedge clk,negedge rst_n) 
  begin
    if (!rst_n) begin
      count <= 31;
    end
    else begin
      if(load)    
      count <= data;
    else           
      count <= count - 1;
    end
  end
endmodule 
[design/flow/run.sh]
#!/bin/bash
# OpenROAD 26Q1-2900-gdf79404cd8, Yosys 0.63+post, stock flow scripts
make -C /OpenROAD-flow-scripts/flow DESIGN_CONFIG=/design/flow/config.mk WORK_HOME=/design/flow/orfs finish
==> flow_metrics.env <==
# implementation run metrics
export IMPL_outcome="completed"
export IMPL_cts_buffer_depth=2
export IMPL_netlist_area_um2=1080
export IMPL_cpPeakStageDelay_ns=0.33
export IMPL_crit_fanout=5
export IMPL_max_freq_mhz=465
export IMPL_synthArstFlopShare_pct=100
export IMPL_dr_pass1_iters=4
export IMPL_min_path_type="in2async"
export IMPL_postPlaceCellArea_um2=1530
export IMPL_overflow=0
export IMPL_root_buffer="clkbuf_8"
export IMPL_critPathBufInv=2
export IMPL_cp_slowest_cell="o32a_1"
export IMPL_grt_usage_pct=8.47
export IMPL_timing_rr_end="internal_counter.count[1]"
export IMPL_wl_um=3230
export IMPL_timing_final_hold_violations=0
export IMPL_finalSetupViolCount=0
export IMPL_cpMostUsedCell="ha_4"
export IMPL_yosys_stat_area_um2=1080
export IMPL_cts_made_buffers=3
export IMPL_gp_congestion=0.853
export IMPL_logic_area_um2=1060
export IMPL_timing_reg2reg_setup_slack_ns=0.28
export IMPL_rows=23
export IMPL_start_kind="input port"
export IMPL_fin_skew_ns=0.00217
export IMPL_ys_ff=8
export IMPL_grt_antenna_before_repair=0
export IMPL_period_minus_slack_ns=2.15
export IMPL_placement_io_buffers=21
export IMPL_ant_nets=0
export IMPL_r2r_start="internal_counter.count[0]"
export IMPL_drc_errors=0
export IMPL_fp_util_pct=27.3
export IMPL_path_clk_slew_ns=0.04
export IMPL_worstRegToRegCells=6
export IMPL_die_h_um=84
export IMPL_yosys_cells=132
export IMPL_power_density_nw_per_um2=880
export IMPL_ys_types=47
export IMPL_dp_cells=218
export IMPL_clkSinkCount=8
export IMPL_period_used_pct=97.7
export IMPL_critPathKind="in2reg"
export IMPL_fp_coreArea_um2=3970
export IMPL_synthFlopType="dfstp_2"
export IMPL_hold_slack_ns=0.486
export IMPL_crit_chain="buf_2 -> ha_4 -> inv_4 -> ha_4 -> o21ba_4 -> o32a_1 -> nor3b_4 -> o221ai_4 -> mux2_4"
export IMPL_routed_via_density=5.11
export IMPL_cts_tree="built"
export IMPL_cts_hold_buffers_added=0
export IMPL_maxSlewViolCount=0
export IMPL_drive_gt1_share_pct=44.1
export IMPL_area_growth_synth_to_final_pct=62.5
export IMPL_yosysTopAreaCellShare_pct=16.2
export IMPL_maxSlewHeadroom_pct=72.1
export IMPL_drtIter0Drc=164
export IMPL_avgRoutedWirePerCell_um=14.2
export IMPL_p_leak_uw=0.000721
export IMPL_synth_seq_share_pct=19.1
export IMPL_synth_warnings=2
export IMPL_tightest_slew_ns=0.418
export IMPL_edf_count=0
export IMPL_avgSynthCellArea_um2=8.20
export IMPL_grt_max_degree=11
export IMPL_die_area_um2=7060
export IMPL_endpoint_kind="register"
export IMPL_fin_cells=227
export IMPL_clk_latency_ns=0.23
export IMPL_top_cells_by_area="ha_1, dfstp_2, dfrtp_1"
export IMPL_crit_family="AND-OR/OR-AND gates"
export IMPL_ir_drop_mv=0.527
export IMPL_cap_violations=0
export IMPL_grt_pass1_vias=1151
export IMPL_hpwl_um=2460
export IMPL_cp_arrival_ns=2.30
export IMPL_fillers=358
export IMPL_grt_pass1_wl_um=5260
export IMPL_cts_max_level=1
export IMPL_vias=1159
export IMPL_yosysTopAreaCell="ha_1"
export IMPL_crit_required_ns=2.35
export IMPL_finalInstanceArea_um2=1760
export IMPL_synth_cells=132
export IMPL_ios=22
export IMPL_flop_area_um2=208
export IMPL_warning_count=29
export IMPL_diodes=0
export IMPL_die_w_um=84
-- area by class of cell --
type,count,share of cell area (%)
clock buffers,4,2.56
inverters,9,2.35
multi-input cells,112,60.0
flip-flops and latches,8,11.8
well taps,50,3.56
repair buffers,44,19.7
-- where the power goes --
part | total, uW | internal, uW | switching, uW
Sequential | 337 | 258 | 79.4
Combinational | 1030 | 554 | 475
Clock | 183 | 126 | 57.3
-- state kept, by name (all words and copies together) (netlist names) --
name and count:
FSM.current_state 3, internal_counter.count 5
-- worst reg2reg max path: stages (launching register included) --
cell,delay (ns)
dfstp_2,0.55
ha_1,0.17
nor4b_2,0.20
buf_4,0.19
nand4_1,0.16
o221ai_4,0.24
mux2_4,0.33
-- stage by stage --
step	setup TNS (ns)	utilization [%]	setup WS (ns)	total power, uW
3_5_place_dp	-4.39	38.6	-0.705	1230
4_1_cts	0	41.0	0.00403	1450
6_report	0	44.3	0.0498	1550
2_1_floorplan	0	-	0.000828	834
5_1_grt	-0.118	44.3	-0.0421	1680
3_3_place_gp	-4.17	38.6	-0.738	1220
-- routing by layer --
layer	vias to the layer above	wire length (um)	share of wire, %	GRT usage [%]
met5	-	0	0	0
met4	0	33	1.0	1.07
met3	4	194	6.0	1.67
met2	38	1480	46	14.0
met1	541	1530	47	11.3
li1	576	-	-	-
-- Yosys cell counts, types with 2 or more instances --
library cell / count
ha_1: 14
o21ba_2: 2
a21o_1: 3
o21bai_1: 2
nor3_1: 3
nand2_1: 12
xnor2_1: 5
o21ai_0: 8
nand4_1: 2
nor2_1: 11
a21boi_0: 3
inv_1: 8
or2_2: 2
dfrtp_1: 3
dfstp_2: 5
o211ai_1: 2
nand2b_1: 6
clkbuf_1: 2
nor2b_1: 2
a21oi_1: 6
nand3b_1: 4
nor3b_2: 2
-- timing repair --
| item | in CTS | in global routing |
|---|---|---|
| setup buffers | 3 | 2 |
| resized | 30 | 38 |
| endpoints found under the setup margin | 8 | 9 |
| pin swaps | 14 | 17 |
-- logic make-up (layout without fill, tap and decap cells) --
kind of cell / Yosys count / after routing / synth area share [%]
buffers and inverters: 12 / 57 / 4.86
AND-OR/OR-AND: 41 / 41 / 27.4
flip-flops: 8 / 8 / 19.1
adder cells (fa/ha/maj): 14 / 14 / 16.2
AND/OR/NAND/NOR: 49 / 49 / 25.3
multiplexers: 2 / 2 / 2.31
XOR/XNOR: 6 / 6 / 4.86
-- how the worst max path moves through the flow --
stage         slack, ns  cells past startpoint  startpoint                   endpoint
finish             0.05                      9       Sb[1]  internal_counter.count[1]
global route      -0.04                      9       Sb[0]  internal_counter.count[1]
CTS               0.004                     10       Sc[0]  internal_counter.count[1]
-- cells in the final DEF, fill, tap and decap left out, types with 3 or more instances in the layout --
cell / instances
buf_4: 22
clkdlybuf4s50_1: 13
nand2_1: 11
nor2_1: 8
ha_4: 8
o21ai_0: 7
buf_2: 6
inv_1: 5
ha_1: 5
dfstp_2: 5
nand2b_1: 4
nand3b_1: 4
xnor2_1: 4
a21oi_1: 4
inv_4: 3
nor2_2: 3
a21o_1: 3
nor3_1: 3
clkbuf_8: 3
No activity file was given, so power comes from the tool's default toggle rates.
