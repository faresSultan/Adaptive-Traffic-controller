==> design/flow/design.v <==
module alu (
	input clk,     
	input rst_n,   
	input cin,
	input [1:0] a,
	input [1:0] b,
	input [1:0] alu_fun,
	output reg[2:0] out
);
always @(posedge clk or negedge rst_n) begin 
	if(~rst_n) begin
		out <= 3'b0;
	end else begin
		case (alu_fun)
			2'b00 : out <= a+b+cin;
			2'b10 :	out <= a - b;
			2'b01 :	out <= a >> 1;
			2'b11 : out <= b >> 1;
		endcase
	end
end
endmodule 
==> design/flow/run.sh <==
#!/bin/bash
# OpenROAD 26Q1-2900-gdf79404cd8, Yosys 0.63+post, stock flow scripts
make -C /OpenROAD-flow-scripts/flow DESIGN_CONFIG=/design/flow/config.mk WORK_HOME=/design/flow/orfs finish
==> design/flow/config.mk <==
export PLATFORM = sky130hd
export DESIGN_NAME = alu
export DESIGN_NICKNAME = alu
export VERILOG_FILES = /design/flow/design.v
export SDC_FILE = /design/flow/constraint.sdc
export NUM_CORES = 4
export LEC_CHECK = 1
export CORE_AREA = 10 10 70 70
export DIE_AREA = 0 0 80 80
==> design/flow/constraint.sdc <==
current_design alu

set clk_period 1.0
set clk_io_pct 0.2

create_clock -name clk0 -period $clk_period [get_ports {clk}]

set non_clock_inputs [all_inputs -no_clocks]
set_input_delay [expr $clk_period * $clk_io_pct] -clock clk0 $non_clock_inputs
set_output_delay [expr $clk_period * $clk_io_pct] -clock clk0 [all_outputs]
==> out/summary.txt <==
Tool Warnings: 28
TritonCTS clock tree: yes
Routed WL: 679 microns
Largest net degree at the start of global routing: 5
GR Overflow Total: 0
Max Clk Rate: 790 MHz
Initial antenna violation count: 0
GPL Wtd Cong: 0.819
Largest registers: out: 3 flops
Setup tns final: -0.677 ns
Die Size: 6400 sq um
Post-synthesis xor/xnor area fraction: 0
# IOs: 12
GRT Total Usage: 0.0235
Synthesized area: 225 sq um
Number of global-route vias before repair: 264
Top comb family, area: adder cells
Dpl ws: -1.06 ns
DRC viols: 0
Max rail drop VDD: 198 uV
TritonCTS Buffers: 3
Async SR Flop Fraction: 1.00
Post-synth EDFFs: 0
Register area: 75.1 sq um
Crit path DAT: 1.38 ns
Yosys stat cell total: 20
Drt pass-1 iters: 2
Logic area: 148 sq um
Top cells by area: dfrtp_1, fa_1, inv_1, mux4_2, ha_1
Max reg flops: 3
Kind of critical path: primary input to flip-flop
Drt first-iter violations: 9
Placement Cell Area: 445 sq um
Synth Warn #: 1
Unrepaired setup endpoints after global routing: yes
Share of cells above drive strength 1: 0.575
Global-route wire length before repair: 1190 microns
Startpoint Class: primary input
Vias: 203
Yosys stat chip area: 225 sq um
Post-CTS setup buffers: 0
Root Driver: clkbuf_4
# fillers: 391
Yosys reg bits: 3
Pwr per Cell Area: 1030 nW/um^2
DR vias/cell: 2.36
Mapped Cells: 20
Critical path capture point type: flip-flop
Syn avg cell area: 11.3 sq um
Outcome: finished with violations
Final Setup Violations: 3
Antenna Nets Post-Route: 0
DP HPWL: 565 microns
Die H: 80 microns
Synth Seq Share: 0.333
Final Hold Vio Count: 0
Floorplan Utilization: 0.0659
Req. time, crit path: 1.11 ns
Top-area cell type share of the netlist area: 0.333
Antenna Cells: 0
Cell area after layout: 489 sq um
Top cells by count: inv_1, dfrtp_1, fa_1
Area grow syn2layout: 117%
Cell accounting for the most synthesized area: dfrtp_1
Final Cycle Share: 1.27
Final min period: 1.27 ns
Max cap viols: 0
Hold Path Class: primary input to async pin
Max-slew violations: 0
Most common cell in the netlist: inv_1
Mean routed wirelength per cell: 7.90 microns
Core area: 3420 sq um
Biggest register: out
Std-Cell Rows: 21
Ys flop type: dfrtp_1
Cts hold-fix bufs: 0
Die Span X: 80 microns
Total power: 0.506 mW
MUX area fraction: 0.100
Setup ws final: -0.266 ns
Clk slew on worst S/H paths: 0.04 ns
Pleak: 0.215 nW
Max_slew headroom: 0.892
Slew of the pin with the lowest slew margin: 0.162 ns
Cell Type Count: 10
Failing checks: negative setup slack
Clk buf depth: 2
Clk sinks: 3
CTS H-tree depth: 1
Aoi share: 0.0556
Synth Area in Simple Gates: 0.0722
Adder Area Share: 0.322
IO Port Bufs: 11
Hold slack: 0.153 ns
Crit-path max FO: 2
metrics by stage:
stage | cells | utilization
2_1_floorplan | 20 | -
3_3_place_gp | 82 | 0.130
3_5_place_dp | 82 | 0.130
4_1_cts | 86 | 0.143
5_1_grt | 86 | 0.143
6_report | 86 | 0.143
repair_timing:
action,CTS,global route
resized,30,1
pin swaps,4,1
endpoints found under the setup margin,6,3
placed cells by master (no fill, tap or decap), drive strengths merged:
cell type,n
a211oi,1
nor2b,1
dlygate4sd2,2
dfrtp,3
inv,7
or2,1
a21oi,1
clkdlybuf4s15,3
buf,8
ha,1
clkdlybuf4s50,3
nand2,1
mux4,1
clkbuf,4
fa,3
power breakdown:
group          internal [mW]  switching, mW  leakage [nW]
Clock                  0.149         0.0617        0.0150
Sequential             0.135        0.00252        0.0375
Combinational         0.0993         0.0585         0.162
Total                  0.384          0.123         0.215
worst max-delay path, stage by stage:
cell and delay [ns]:
buf_8 0.07, inv_4 0.03, fa_2 0.37, fa_2 0.53
nor2b_4 0.13, a211oi_2 0.04
worst max-delay path by stage:
stage / start / to / slack [ns] / cells past startpoint
4_1_cts: b[0] / out[1]$_DFF_PN0_ / -0.26 / 6
6_report: b[0] / out[1]$_DFF_PN0_ / -0.27 / 6
5_1_grt: b[0] / out[1]$_DFF_PN0_ / -0.29 / 6
per-layer routing:
metal,share of wire,up-vias,GRT usage
li1,-,99,-
met4,0,0,0.00704
met1,0.49,88,0.0310
met5,0,-,0
met2,0.29,16,0.0265
met3,0.22,0,0.0205
layout make-up:
type,instances,share of cell area
clock buffer,4,0.0537
inverter,7,0.0742
multi-input combinational,10,0.302
sequential,3,0.153
tap,46,0.118
timing repair buffer,16,0.299
cell families (layout without fill, tap and decap cells):
group	count (synthesis)	count (layout)
mux	1	1
simple gates	3	3
buf+inv	7	27
compound gates	2	2
flops	3	3
fa+ha+maj	4	4
Power and IR drop assume default switching activity.
